==> flow/config.mk <==
export PLATFORM = sky130hd
export DESIGN_NAME = top
export DESIGN_NICKNAME = top
export VERILOG_FILES = /design/flow/design.v
export SDC_FILE = /design/flow/constraint.sdc
export NUM_CORES = 4
export LEC_CHECK = 1
export CORE_AREA = 10 10 98 98
export DIE_AREA = 0 0 108 108
==> flow/constraint.sdc <==
current_design top

set clk_period 3.2
set clk_io_pct 0.2

create_clock -name clk0 -period $clk_period [get_ports {hz100}]

set non_clock_inputs [all_inputs -no_clocks]
set_input_delay [expr $clk_period * $clk_io_pct] -clock clk0 $non_clock_inputs
set_output_delay [expr $clk_period * $clk_io_pct] -clock clk0 [all_outputs]
==> flow/design.v <==
`default_nettype none
typedef enum logic [3:0] {
  LS0=0, LS1=1, LS2=2, LS3=3, LS4=4, LS5=5, LS6=6, LS7=7,
  INIT=8, OPEN=9, ALARM=10
} state_t;
module top (
  input  logic hz100, reset,
  input  logic [20:0] pb,
  output logic [7:0] left, right,
         ss7, ss6, ss5, ss4, ss3, ss2, ss1, ss0,
  output logic red, green, blue,
  output logic [7:0] txdata,
  input  logic [7:0] rxdata,
  output logic txclk, rxclk,
  input  logic txready, rxready
);
  logic [4:0] keycode;
  logic strobe;
  logic [7:0] seq;
  logic [3:0] state;
  logic strobeNew;
  clock_psc psc (.clk(hz100), .rst(reset), .lim(8'd49), .hzX(strobeNew));
  keysync sk1 (.clk(hz100), .rst(reset), .keyin(pb[19:0]), .keyout(keycode), .keyclk(strobe)); 
  sequence_sr sqr (.clk(strobe), .rst(reset), .en(~|keycode[4:1] && (state == INIT)), .button(keycode[0]), .seq(seq));
  fsm fsm1 (.clk(strobe), .rst(reset), .keyout(keycode), .seq(seq), .state(state));                                                            
  display dis (.hzX(strobeNew), .state(state), .ss({ss7, ss6, ss5, ss4, ss3, ss2, ss1, ss0}), .red(red), .green(green), .blue(blue));
  assign right = seq;
endmodule
module clock_psc(input logic clk, rst, input logic [7:0] lim, output logic hzX);
  logic [7:0] count, n_count;
  logic hz, n_hz;
  always_ff @(posedge clk, posedge rst) begin
    if (rst) begin
      count <= 0;
      hzX <= 0;
    end else if (lim == 0) begin
      hzX <= 0;
    end else begin
      if (count == lim) begin
        count <= 0;
        hzX <= ~hzX;
      end else begin
        count <= count + 8'h1;
      end
    end
  end
endmodule
module keysync(
  input logic clk, rst,
  input logic [19:0] keyin,
  output logic keyclk,
  output logic [4:0] keyout                                            
);                                                                     
  always_comb begin
    keyout[0] = (keyin[1] | keyin[3] | keyin[5] | keyin[7] | keyin[9] | keyin[11] | keyin[13] | keyin[15] | keyin[17] | keyin[19]);
    keyout[1] = |(keyin[3:2] | keyin[7:6] | keyin[11:10] | keyin[15:14] | keyin[19:18]);
    keyout[2] = |(keyin[7:4] | keyin[15:12]);
    keyout[3] = |keyin[15:8];
    keyout[4] = |keyin[19:16];
  end
  logic strobe_reg;
  always_ff @(posedge clk, posedge rst) begin
    if (rst) begin
      keyclk <= 1'b0;
      strobe_reg <= 1'b0;
    end else begin
      strobe_reg <= |keyin[19:0];
      keyclk <= strobe_reg;
    end
  end
endmodule
module sequence_sr(
  input logic clk, rst, en, button,
  output logic [7:0] seq
);
  always_ff @(posedge clk, posedge rst) begin
    if (rst) begin
      seq <= 8'b00000000;
    end
    else if (en) begin
      seq <= {seq[6:0], button};
    end
  end
endmodule
module fsm(
  input logic clk, rst,
  input logic [4:0] keyout,
  input logic [7:0] seq,
  output logic [3:0] state
);
  state_t lockstate, n_lockstate;
  always_ff @(posedge clk, posedge rst) begin
    if (rst) begin
        lockstate <= INIT;
    end else begin
        lockstate <= n_lockstate;
    end                                                                
  end
  logic M, R;
  assign M = (keyout[0] == seq[~lockstate[2:0]]);
  assign R = (keyout == 5'b10000);
  always_comb begin
    casez({lockstate, M, R})
      {INIT, 1'b?, 1'b1}: n_lockstate = LS0;
      {LS1, 1'b?, 1'b1}: n_lockstate = LS0;
      {LS2, 1'b?, 1'b1}: n_lockstate = LS0;
      {LS3, 1'b?, 1'b1}: n_lockstate = LS0;
      {LS4, 1'b?, 1'b1}: n_lockstate = LS0;
      {LS5, 1'b?, 1'b1}: n_lockstate = LS0;
      {LS6, 1'b?, 1'b1}: n_lockstate = LS0;
      {LS7, 1'b?, 1'b1}: n_lockstate = LS0;
      {OPEN, 1'b?, 1'b1}: n_lockstate = LS0;
      {LS0, 1'b1, 1'b0}: n_lockstate = LS1;
      {LS1, 1'b1, 1'b0}: n_lockstate = LS2;
      {LS2, 1'b1, 1'b0}: n_lockstate = LS3;
      {LS3, 1'b1, 1'b0}: n_lockstate = LS4;
      {LS4, 1'b1, 1'b0}: n_lockstate = LS5;
      {LS5, 1'b1, 1'b0}: n_lockstate = LS6;
      {LS6, 1'b1, 1'b0}: n_lockstate = LS7;
      {LS7, 1'b1, 1'b0}: n_lockstate = OPEN;
      {LS0, 1'b0, 1'b0}: n_lockstate = ALARM;
      {LS1, 1'b0, 1'b0}: n_lockstate = ALARM;
      {LS2, 1'b0, 1'b0}: n_lockstate = ALARM;
      {LS3, 1'b0, 1'b0}: n_lockstate = ALARM;
      {LS4, 1'b0, 1'b0}: n_lockstate = ALARM;
      {LS5, 1'b0, 1'b0}: n_lockstate = ALARM;
      {LS6, 1'b0, 1'b0}: n_lockstate = ALARM;
      {LS7, 1'b0, 1'b0}: n_lockstate = ALARM;
      default n_lockstate = lockstate;
    endcase
  end
  assign state = lockstate;
endmodule
module display(
  input logic hzX,
  input logic [3:0] state,
  output logic [63:0] ss,
  output logic red, green, blue
);
  always_comb begin 
    case (state) 
      LS0, LS1, LS2, LS3, LS4, LS5, LS6, LS7: begin     
        ss = 64'b01101101_01111001_00111001_00111110_01010000_01111001 | 64'b10000000_00000000_00000000_00000000_00000000_00000000_00000000_00000000 >> (8 * state);
        blue = 1'b1;
        red = 1'b0;
        green = 1'b0;
      end
      OPEN: begin
        ss = 64'b00111111_01110011_01111001_01010100;
        green = 1'b1;
        red = 1'b0;
        blue = 1'b0;
      end
      ALARM: begin
        ss = 64'b00111001_01110111_00111000_00111000_00000000_01100111_00000110_00000110;
        red = hzX;
        green = 1'b0;
        blue = 1'b0;
      end
      default: begin
        ss = 64'b00000000_00000000_00000000_00000000_00000000_00000000_00000000_00000000;
        red = 1'b0;
        green = 1'b0;                                                          blue = 1'b0;
      end
    endcase
  end
endmodule
==> flow/run.sh <==
#!/bin/bash
# OpenROAD 26Q1-2900-gdf79404cd8, Yosys 0.63+post, stock flow scripts
make -C /OpenROAD-flow-scripts/flow DESIGN_CONFIG=/design/flow/config.mk WORK_HOME=/design/flow/orfs finish
==> impl_metrics.yaml <==
# synthesis and place-and-route metrics
status:
  status: "completed"
route:
  ant_nets: 0
  vias: 1354
  drc: 0
  first_pass_iters: 4
  drt_iter0_markers: 76
  antenna_cells: 0
  drt-total-wl_um: 4342
  routed_via_density: 3.925
  wl_per_cell_um: 12.59
clock_tree:
  cts_hold_repair.buffers: 0
  cts_tree: "done"
  cts_setup_buffers: 0
  postCtsResizedCells: 0
  cts_buffers: 3
  clockRootBuffer: "clkbuf_8"
  clock_latency_ns: 0.23
  clkSlewWorstSetupHoldPaths_ns: 0.05
  cts_max_path_buffers: 2
  htreeDepth: 1
global_route:
  grt_max_degree: 17
  grt_pass1_vias: 1358
  grt_usage: 0.06553
  antenna_found_initial: 0
  gr-total-overflow: 0
  grt_pass1_wl_um: 6492
setup_path:
  startpoint: "psc.hzX"
  cp-start-kind: "flip-flop"
  crit_required_ns: 2.56
  slowest_delay_ns: 0.46
  reg2reg_depth: 6
  crit_slowest_cell: "clkdlybuf4s50_1"
  reg2reg_slack_ns: 1.70
  path_cells: "and2_1 > clkdlybuf4s50_1"
  worstPathArrival_ns: 1.16
  r2r_start: "psc.count[1]"
  crit_fanout: 2
  crit_type: "flip-flop to output pin"
  r2r_end: "psc.hzX"
  end_kind: "output pin"
place:
  portBuffers: 88
  gp_congestion: 0.7184
  hpwl_um: 3718
  pre_cts_slack_ns: 1.255
  placed_area_sq_um: 2357
die:
  fp.dieW_um: 108
  die_y_um: 108
  fp_util: 0.2295
  core_sq_um: 7647
  io_pins: 126
  dieArea_sq_um: 11660
  num_rows: 32
layout:
  syn2layout_area_growth_pct: 36.85
  drive_above_1_share: 0.07407
  reg.largest.list: "psc.count: 8 flops, sqr.seq: 8 flops, fsm1.lockstate: 4 flops"
  postLayoutCellArea_sq_um: 2402
synthesis:
  yosys_warnings: 23
  yosysChipArea_sq_um: 1755
  syn_area_sq_um: 1755
  synth.distinct_cells: 37
  synth_top_area_share: 0.3136
  topCellsByArea: "dfrtp_1 (31%), buf_4 (29%), mux2_2 (5.1%)"
  synthCells: 194
  yosys.area.top_type: "dfrtp_1"
  ys_ff: 23
  ys_cells: 194
  yosys.cell_count.top_type: "buf_4"
  yosysSeqAreaShare: 0.3286
  ff_type: "dfrtp_1"
  async_reset_ff_frac: 1.000
  syn_area_per_cell_sq_um: 9.049
  common_cells: "buf_4 (67), dfrtp_1 (22), nor2_1 (16), nor3_1 (10)"
  edf_count: 0
sta:
  tns_ns: 0
  slew_viol_final: 0
  untimed_endpoints: 78
  layout_min_cycle_time_ns: 1.802
  unclocked_pins: 12
  finClkSkew_ns: 0.001855
  fmax_mhz: 554.9
  rsz0062_at_grt: "no"
  hold_viol: 0
  whs_ns: 0.3463
  finalSetupViolCount: 0
  setup_slack_ns: 1.398
  relSlewSlack: 0.5904
  worstMarginPinSlew_ns: 0.6137
  min_period_over_period: 0.5632
worst_hold_path:
  hold_start: "sk1.strobe_reg"
  whs_endpoint: "sk1.keyclk"
  hold_path_depth: 0
  min_path_type: "flip-flop to flip-flop"
power_and_ir_drop:
  finalPower_mw: 0.3175
  p_leak_nw: 0.9932
  p_per_area_nw_per_um2: 132.2
  peakVddDrop_v: 0.0001508
flow_run:
  maxCapViolCount: 0
  log.warning_count: 37
==> area by class of cell <==
class | instances | area, sq um
fillers | 786 | 5245
multi-input cells | 118 | 719.4
flip-flops and latches | 23 | 576.8
well taps | 102 | 127.6
clock buffers | 4 | 45.04
repair buffers | 92 | 910.9
inverters | 6 | 22.52
==> power breakdown <==
part           leakage (nW)  internal [mW]  switching [mW]
Sequential            0.293          0.139     0.000000131
Combinational         0.677         0.0248          0.0141
Clock                0.0228         0.0875          0.0518
==> how the worst max path moves through the flow <==
| stage | endpoint | slack, ns | cells after the start |
|---|---|---|---|
| CTS | red | 1.38 | 2 |
| global route | red | 1.32 | 2 |
| finish | red | 1.40 | 2 |
==> cell usage in the layout (no fill, tap or decap), types with 2 or more instances in the layout <==
cell type / instances
mux2_2: 8
a21oi_1: 2
nor3_1: 10
conb_1: 26
and2_1: 2
nand2b_1: 3
and3_1: 2
nand3b_1: 2
mux2i_1: 4
xnor2_1: 4
clkbuf_8: 3
ha_1: 2
xor2_1: 4
dfrtp_1: 22
buf_4: 4
nand2_1: 8
o21ai_0: 2
inv_1: 6
nor2_1: 16
nor4_1: 4
nand4_1: 6
clkdlybuf4s50_1: 88
==> kinds of logic after synthesis <==
logic type / synth area share
xor+xnor: 0.03991
compound gates: 0.04349
fa+ha+maj: 0.01425
mux: 0.08696
flops: 0.3286
other cells: 0.002136
simple gates: 0.1696
buf+inv: 0.3150
==> per-layer routing <==
metal  track usage  vias up  wire length [um]
li1              -      657                 -
met1       0.08243      623              1835
met2        0.1034       72              1854
met3       0.03253        2               611
met4      0.005725        0                40
met5             0        -                 0
==> worst max-delay path: cells and delay by family, from the launching register on <==
family                 cells  cell delay, ns
flip-flops                 1            0.35
buffers and inverters      1            0.46
AND/OR/NAND/NOR            1            0.12
==> per-stage QoR <==
stage,util,cells
floorplan,-,219
CTS,0.3141,345
finish,0.3141,345
global route,0.3141,345
detailed placement,0.3082,341
global placement,0.3082,341
Power figures rest on the tool's default switching activity, not on a simulated workload.
